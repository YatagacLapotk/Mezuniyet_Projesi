[/design/flow/config.mk]
export PLATFORM = sky130hd
export DESIGN_NAME = UART
export DESIGN_NICKNAME = UART
export VERILOG_FILES = /design/flow/design.v
export SDC_FILE = /design/flow/constraint.sdc
export NUM_CORES = 4
export LEC_CHECK = 1
export CORE_UTILIZATION = 30
[/design/flow/constraint.sdc]
current_design UART

set clk_period 2.7
set clk_io_pct 0.2

create_clock -name clk0 -period $clk_period [get_ports {clk}]

set non_clock_inputs [all_inputs -no_clocks]
set_input_delay [expr $clk_period * $clk_io_pct] -clock clk0 $non_clock_inputs
set_output_delay [expr $clk_period * $clk_io_pct] -clock clk0 [all_outputs]
[/design/flow/design.v]
module UART (
    input wire tx_enable,  
    input wire rx_enable,  
    input wire clk,
    input wire reset,
    input wire clear,
    output wire tx_out,  
    input wire data_in,  
    input wire [7:0] data_out,  
    output wire rx_busy,
    output wire [7:0] rx_in,  
    output wire data_ready 
);
wire baud_enable_tx;
wire baud_enable_rx;
baudrate baudrate (
    .clk(clk),
    .reset(reset),
    .rx_enable(baud_enable_rx),
    .tx_enable(baud_enable_tx)
);
UART_tx UART_tx (
    .clk(clk),
    .reset(reset),
    .txena(tx_enable),
    .tx_baudena(baud_enable_tx),
    .data_out(data_out),
    .tx_out(tx_out)
);
UART_rx UART_rx (
    .clk(clk),
    .reset(reset),
    .rxena(rx_enable),
    .rx_baudena(baud_enable_rx),
    .data_in(data_in),
    .rx_in(rx_in),
    .rx_busy(rx_busy),
    .data_ready(data_ready),
    .clear(clear)
);
endmodule
module UART_rx (
    input wire clk,
    input wire data_in,  
    input wire reset, 
    input wire rx_baudena,  
    input wire rxena,  
    input wire clear,
    output reg [7:0] rx_in,  
    output reg rx_busy,
    output reg data_ready  
); 
parameter START = 2'b00;
parameter DATA = 2'b01;
parameter STOP = 2'b10;
reg [7:0] data_buffer = 8'b0;  
reg [1:0] state = START;
reg [3:0] bit_index = 4'b0;  
reg [3:0] sample_count = 4'b0;  
always @ (posedge clk or posedge reset) begin
    if (reset) begin
        rx_busy <= 0;
        rx_in <= 8'b0;
        state <= START;
        bit_index <= 0;
        sample_count <= 0;
        data_buffer <= 8'b0;
        data_ready <= 0;
    end else begin
    if (clear)
        data_ready <= 0;  
    if (~rxena && rx_baudena) begin
        case (state) 
            START: begin
                if (!data_in || sample_count != 0) begin  
                    rx_busy <= 1;  
                    sample_count <= sample_count + 1;  
                end else begin
                    rx_busy <= 0;
                end
                if (sample_count == 15) begin  
                    state <= DATA;
                    bit_index <= 0;
                    sample_count <= 0;
                    data_buffer <= 0;
                end
            end
            DATA: begin
                if (sample_count == 15) begin
                    sample_count <= 0;
                end else begin
                    sample_count <= sample_count + 1;  
                end
                if (sample_count == 8) begin
                    data_buffer[bit_index] <= data_in;
                    bit_index <= bit_index + 1;
                end else if (bit_index == 8 && sample_count == 15) begin
                    state <= STOP;
                end       
            end
            STOP: begin
                if (sample_count == 15 || (sample_count >= 8 && data_in)) begin
                    sample_count <= 0;
                    bit_index <= 0;
                    rx_in <= data_buffer;  
                    data_ready <= 1;  
                    state <= START;
                    rx_busy <= 0;
                end else
                    sample_count <= sample_count + 1;  
            end  
            default: begin
                state <= START;
            end        
        endcase
    end
    end
end
endmodule
module UART_tx(
   input wire [7:0] data_out,
   input wire clk,
   input wire reset,
   input wire txena,  
   input wire tx_baudena,  
   output reg tx_out
);
parameter IDLE = 2'b00;  
parameter START = 2'b01;
parameter DATA = 2'b10;
parameter STOP = 2'b11;
reg [1:0] state = IDLE;
reg [2:0] bit_index = 3'b0;   
reg [7:0] data_buffer = 8'b0;  
always @(posedge clk or posedge reset) begin
   if (reset) begin
      state <= IDLE;  
      bit_index <= 0;
      data_buffer <= 0;
      tx_out <= 1; 
   end else begin
      case (state)
         IDLE: begin
            tx_out <= 1;
            if (~txena) begin  
               state <= START;
               data_buffer <= data_out;
               bit_index <= 0;
            end
         end
         START: begin
            if (tx_baudena) begin
               tx_out <= 0;  
               state <= DATA;
            end
         end
         DATA: begin
            if (tx_baudena) begin
               tx_out <= data_buffer[bit_index];
               bit_index <= bit_index + 1;
               if (bit_index == 3'h7)
                  state <= STOP;
            end
         end
         STOP: begin
            if (tx_baudena) begin
               tx_out <= 1;  
               state <= IDLE;  
            end
         end
         default: begin
            state <= IDLE;
            tx_out <= 1;
         end   
      endcase
   end
end
endmodule
module baudrate (
    input wire clk,
    input wire reset,
    output wire rx_enable,
    output wire tx_enable
);
    parameter counter_tx = 5000000 / 19200;  
    parameter counter_rx = 5000000 / (19200 * 16);  
    reg [9:0] tx_acc = 0;
    reg [5:0] rx_acc = 0;
    assign tx_enable = (tx_acc == 0) ? 1'b1 : 1'b0;
    assign rx_enable = (rx_acc == 0) ? 1'b1 : 1'b0; 
    always @ (posedge clk or posedge reset) begin
        if (reset) begin
            tx_acc <= 0;
            rx_acc <= 0;
        end else begin
            if (rx_acc == counter_rx - 1) 
                rx_acc <= 0;
            else 
                rx_acc <= rx_acc + 1;
            if (tx_acc == counter_tx - 1) 
                tx_acc <= 0;
            else 
                tx_acc <= tx_acc + 1;
        end
    end
endmodule
[/design/flow/run.sh]
#!/bin/bash
# OpenROAD 26Q1-2900-gdf79404cd8, Yosys 0.63+post, stock flow scripts
make -C /OpenROAD-flow-scripts/flow DESIGN_CONFIG=/design/flow/config.mk WORK_HOME=/design/flow/orfs finish
==> notes.md <==
run results: Final Hold Viols 0, First DRT Iteration DRCs about 150, slew at the pin closest to its max-slew limit around 0.64 ns, # Post-CTS Setup Buffers 0, largest net degree at the start of global routing just under 60, final setup vio count 0, syn avg cell area approximately 10 µm², total number of vias about 2400, Reg-to-Reg Start UART_rx.bit_index[0], Port Buf Inserts 24, R2R cell count 7, routed wl met3 between 300 and 400 µm, DP HPWL around 4400 µm, crit path from UART_rx.bit_index[0], area delta synth->final 19.4%, status finished, final reports clean, chip area roughly 11000 µm², number of gates resized after CTS 0, RSZ-0062 raised after global routing false, final design utilization 0.371, Critical Path, Cell by Cell inv_1 -> ha_1 -> or2_2 -> o21ai_0 -> a21oi_1 -> nand2b_1 -> a31o_1, Ports 25, Tot GR Track Use 0.124, Max Cap Viol 0, clk sinks a little under 60, final instance area between 3000 and 4000 µm², cell row count 37, Yosys cell types 62, f_max 457 MHz, Critical Path End Type register, setup TNS 0 ns, Setup WS pre-CTS between 0.2 and 0.3 ns, total core area ~10000 µm², Max-slew headroom 0.573, Fillers roughly 1000, CTS clock-pin slew for the worst setup and hold paths 0.07 ns, Worst Setup EP UART_rx.data_buffer[2], Period minus WS final approximately 2.2 ns, CP peak stage delay 0.52 ns, met1 WL just over 3000 µm, Worst setup SP type register, share of cells above drive strength 1 0.138, total chip power 2.17 mW, diode count 0, post-cts hold buffer count 0, vias in the first global route 2281, DR top layer met4, DRT Pass-1 Iters 4, number of enable flip-flop cells 0, synth warn 3, clk latency late pin about 0.33 ns, Seq share, synth 0.451, total congestion overflow 0, Leak ~1.7 nW, placed standard-cell area approximately 3600 µm², worst vdd ir around 0.23 mV, die width ~110 µm, PD cells about 560 nW/µm², OpenROAD warning count 36, Async S/R FF share, synth 1.00, CTS root buf clkbuf_8, final WL about 6300 µm, WP depth 7, initial antenna violation count 0, cycle use final 0.811, worst reg2reg endpoint UART_rx.data_buffer[2], CTS max path bufs 2, Chip Height ~110 µm, drc violations 0, WP buf/inv 1, clk_skew about 0.0084 ns, Slew Limit Fails 0, CTS tree built, Synth flops slightly below 60, floorplan utilization 0.311, r2r setup slk about 0.51 ns, critical path type register to register, dominant register cell dfrtp_1, number of vias per cell approximately 5, Chip Area, Yosys 3220 µm², Post-DRT Antenna Nets 0, Required @ worst endpoint approximately 3 ns, hold depth 1, total CTS buffers 9, Largest delay share family, worst path AND-OR/OR-AND gates, DR WL met2 approximately 2800 µm, global-route wire length before repair 11200 µm, Setup WS post-layout ~0.51 ns, Hold Crit Class register to register, WP data arrival between 2 and 2.5 ns, Crit Path Max Fanout 11, Gate Count Post-Synth between 300 and 400, Final GP Congestion 0.871, Routed wire per std cell ~13 µm, synthesized area 3220 µm², number of H-tree levels 3, crit path max-delay cell type dfrtp_1, # Cells Yosys approximately 310
[where the power goes]
group          leakage, nW  internal (mW)  switching [mW]
clock network       0.0945          0.450           0.363
registers            0.761          0.952          0.0488
logic                0.809          0.183           0.175
[synth_stat cells (3+ instances only)]
master	number	area (µm²)
dfrtp_1	57	1430
o21ai_0	26	130
inv_1	23	86.3
ha_1	18	225
nand2_1	18	67.6
nor2_1	18	67.6
nand3_1	12	60.1
a21oi_1	11	55.1
mux2_2	10	113
mux2_4	8	120
nor3_1	7	35.0
and3_1	6	37.5
nand2b_1	6	37.5
clkbuf_1	5	18.8
xnor2_1	5	43.8
nor2b_1	4	25.0
o211ai_1	4	30.0
o31ai_1	4	30.0
or3_1	4	25.0
xor2_1	4	35.0
nand4b_1	3	26.3
nor4_1	3	18.8
o41ai_1	3	26.3
[cells by family after synthesis]
logic type,synth area share
AOI/OAI and AO/OA,0.146
muxes,0.0854
adders and majority gates,0.0698
buffers and inverters,0.0365
DFF,0.451
and+or+nand+nor,0.187
xor gates and xnor gates,0.0244
[worst min path at each step]
stage	to	slack [ns]	start
after CTS	baudrate.tx_acc[9]	0.48	baudrate.tx_acc[9]
after global routing	UART_rx.data_ready	0.51	UART_rx.data_ready
final	baudrate.tx_acc[9]	0.48	baudrate.tx_acc[9]
[cell usage in the layout (no fill, tap or decap), drive strengths merged, types with 3 or more instances in the layout]
cell type      count
o41ai              3
nor4               3
nor3               9
o21ai             28
clkbuf            10
ha                18
inv               23
clkdlybuf4s50     24
clkinvlp           3
nand4b             3
nor2b              4
nand3             12
or3                4
mux2              18
nand2b             6
o31ai              4
and3               6
nand2             19
xnor2              5
o211ai             4
a21oi             11
buf                4
dfrtp             57
xor2               4
nor2              19
[layer usage]
metal | vias up | global-route usage
li1 | 1198 | -
met1 | 1172 | 0.188
met2 | 53 | 0.193
met3 | 5 | 0.0297
met4 | 0 | 0.0109
met5 | - | 0
[per-stage QoR]
stage | hold slack, ns | cells
floorplan | 0.426 | 313
global placement | 0.465 | 469
detailed placement | 0.468 | 469
CTS | 0.481 | 485
global route | 0.512 | 485
finish | 0.476 | 485
[state kept, by name (all words and copies together) (netlist names), 3 cells and up]
signal	flops
UART_rx.sample_count	4
baudrate.rx_acc	6
UART_tx.data_buffer	8
UART_rx.data_buffer	8
UART_tx.bit_index	3
baudrate.tx_acc	10
UART_rx.bit_index	4
UART_rx.rx_in	8
[final cells by class]
class                   instances  area (µm²)  share of cell area
multi-input cells             224        1650               0.430
flip-flops and latches         58        1450               0.377
repair buffers                 28         283              0.0734
well taps                     136         170              0.0442
clock buffers                  10         138              0.0357
inverters                      23        86.3              0.0224
clock inverters                 6        66.3              0.0172
[worst register-to-register path, delay by kind of cell, from the launching register on]
kind | cells | cell delay (ns)
AOI/OAI and AO/OA | 3 | 0.63
adders and majority gates | 1 | 0.28
buffers and inverters | 1 | 0.15
DFF | 1 | 0.52
and+or+nand+nor | 2 | 0.50
No activity file was given, so power comes from the tool's default toggle rates.
