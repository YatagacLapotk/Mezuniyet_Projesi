==> design/flow/design.v <==
module PROGRAM_LOADER (
    input clk,
    input reset,
    input data_ready_uart,
    input data_ready_spi,
    input busy_spi,
    input busy_uart,
    input [7:0] data_in_uart,
    input [7:0] data_in_spi,
    output reg done,
    output reg cpu_halt,
    output reg clear,
    output reg we,
    output reg [32-1:0] write_ptr,
    output reg [32-1:0] w_addr,
    output reg [32-1:0] w_data
);
localparam STALL = 0, START_U = 1,START_S = 7, DATA_U = 2, DATA_S = 8, WAIT_ACK_U = 3, WAIT_ACK_S = 9, LOAD_U = 4, LOAD_S = 10, PC_TRANSFER_U = 5, PC_TRANSFER_S = 11,DONE = 6;
reg [1:0] wait_for_data;
reg [3:0] state;
reg [32-1:0] data_temp;
reg [23:0] timeout_counter;
always @(posedge clk) begin
    if(reset) begin
        state <= STALL;
        write_ptr <= 32'h00000000;
        cpu_halt <= 0;
        clear <= 0;
        we <= 0;
        wait_for_data <= 0;
        data_temp <= 0;
        done <= 0;
        timeout_counter <= 0;
    end
    else begin
        case (state)
            STALL : begin
                we <= 0;
                done <= 0;
                if(data_ready_uart|busy_uart) begin 
                    state <= START_U;
                    write_ptr <= 32'h00000000;  
                end
                else if(data_ready_spi|busy_spi) begin 
                    state <= START_S;
                    write_ptr <= 32'h00000000;  
                end
                else begin
                    state <= STALL;
                end
            end
            START_U: begin
                state <= DATA_U;
                cpu_halt <= 1;
            end
            START_S: begin
                state <= DATA_S;
                cpu_halt <= 1;
            end
            DATA_U : begin
                if(data_ready_uart) begin
                        case (wait_for_data)         
                        2'd0 : data_temp[7:0] <= data_in_uart;
                        2'd1 : data_temp[15:8] <= data_in_uart;
                        2'd2 : data_temp[23:16] <= data_in_uart;
                        2'd3 : data_temp[31:24] <= data_in_uart;
                        endcase
                    wait_for_data <= wait_for_data + 1;
                    clear <= 1;
                    state <= WAIT_ACK_U;
                end
            end
            DATA_S : begin
                if(data_ready_spi) begin
                        case (wait_for_data)         
                        2'd0 : data_temp[7:0] <= data_in_spi;
                        2'd1 : data_temp[15:8] <= data_in_spi;
                        2'd2 : data_temp[23:16] <= data_in_spi;
                        2'd3 : data_temp[31:24] <= data_in_spi;
                        endcase
                    wait_for_data <= wait_for_data + 1;
                    state <= WAIT_ACK_S;
                end
            end
            WAIT_ACK_U : begin
                clear <= 0;
                if(!data_ready_uart) begin
                    if(wait_for_data == 0) state <= LOAD_U;
                    else state <= DATA_U;
                end
            end
            WAIT_ACK_S : begin
                if(!data_ready_spi) begin
                    if(wait_for_data == 0) state <= LOAD_S;
                    else state <= DATA_S;
                end
            end
            LOAD_U : begin
                w_addr <= write_ptr;
                w_data <= data_temp;
                we <= 1;
                timeout_counter <= 0;
                state <= PC_TRANSFER_U;
            end
            LOAD_S : begin
                w_addr <= write_ptr;
                w_data <= data_temp;
                we <= 1;
                timeout_counter <= 0;
                state <= PC_TRANSFER_S;
            end
            PC_TRANSFER_U : begin
                we <= 0;
                if(data_ready_uart|busy_uart) begin  
                    state <= DATA_U;
                    write_ptr <= write_ptr + 4;
                end 
                else if(timeout_counter >= 24'd10_000_000) begin  
                    state <= DONE;
                end
                else begin
                    timeout_counter <= timeout_counter + 1;
                end
            end
            PC_TRANSFER_S : begin
                we <= 0;
                if(data_ready_spi|busy_spi) begin  
                    state <= DATA_S;
                    write_ptr <= write_ptr + 4;
                end 
                else if(timeout_counter >= 24'd10_000_000) begin  
                    state <= DONE;
                end
                else begin
                    timeout_counter <= timeout_counter + 1;
                end
            end
            DONE : begin
                done <= 1;
                cpu_halt <= 0;
                state <= STALL;
            end
            default: state <= STALL;
        endcase
    end
end
endmodule
==> design/flow/run.sh <==
#!/bin/bash
# OpenROAD 26Q1-2900-gdf79404cd8, Yosys 0.63+post, stock flow scripts
make -C /OpenROAD-flow-scripts/flow DESIGN_CONFIG=/design/flow/config.mk WORK_HOME=/design/flow/orfs finish
==> design/flow/config.mk <==
export PLATFORM = sky130hd
export DESIGN_NAME = PROGRAM_LOADER
export DESIGN_NICKNAME = PROGRAM_LOADER
export VERILOG_FILES = /design/flow/design.v
export SDC_FILE = /design/flow/constraint.sdc
export NUM_CORES = 4
export LEC_CHECK = 1
export CORE_UTILIZATION = 40
==> design/flow/constraint.sdc <==
current_design PROGRAM_LOADER

set clk_period 5.8
set clk_io_pct 0.2

create_clock -name clk0 -period $clk_period [get_ports {clk}]

set non_clock_inputs [all_inputs -no_clocks]
set_input_delay [expr $clk_period * $clk_io_pct] -clock clk0 $non_clock_inputs
set_output_delay [expr $clk_period * $clk_io_pct] -clock clk0 [all_outputs]
==> out/summary.txt <==
post-route clock period utilization: 0.544
DR iter-0 viols: 296
height of the die: 132 um
insertion delay at the late pin of the worst-skew pair: 0.42 ns
HP Class: reg2reg
Std-Cell Rows: 47
biggest fanout along the worst timing path: 21
Data required, critical path: 6.10 ns
number of diodes added for antenna fixing: 0
final setup skew: 0.00638 ns
endpoints failing setup: 0
CTS tree: built
core utilization at floorplan: 0.409
post-layout power: 0.00244 W
post-CTS setup buffer count: 0
CP cell instances: clkdlybuf4s50_1 -> nor3b_1 -> a211oi_2 -> buf_4 -> nand2_1 -> o21bai_2 -> buf_4 -> nor2_1
WL/cell: 14.6 um
crit path capture type: flip-flop
placed inst area: 8130 sq um
number of sinks on the clock net: 166
number of cells in the yosys synthesis report: 629
first-pass iteration count of the detailed router: 4
first-pass GRT wire length: 23100 um
per-cell via count in the routed design: 5.16
DR vias: 5009
Static Leak: 3.11 nW
Total Routing Usage GR: 0.171
H-tree level count: 4
flops & latches, synth: 166
post-cts hold buffer count: 0
Max Slew Vio Count: 0
number of synthesized flops with an enable pin: 62
maximum buffer depth of the clock tree: 2
synthesized cell area: 6790 sq um
clock buffer count from CTS: 17
total die area: 17500 sq um
number of standard cells after synthesis: 629
DRC violations left: 0
worst max-slew margin expressed relative to the limit: 0.365
clock root buffer master: sky130_fd_sc_hd__clkbuf_16
Seq share, synth: 0.581
remaining global-route overflow: 0
Final Hold Violation Tally: 0
pin slew with the least headroom to its limit: 0.949 ns
clock-pin slew on the worst setup and hold paths: 0.06 ns
I/O pin total: 122
classification of the worst setup path: in2reg
Total Routed Length: 14200 um
number of max-cap violations: 0
distinct cell type count of the synthesized netlist: 58
post-synthesis average cell area: 10.8 sq um
die x size: 132 um
post-cts gate resize count: 0
FMAX: 317 MHz
Cell Pwr Density: 279 nW/um^2
dominant logic cell types in the final layout: sky130_fd_sc_hd__clkdlybuf4s50_1 (116), sky130_fd_sc_hd__dfxtp_1 (104), sky130_fd_sc_hd__nor2_1 (80)
pin count of the biggest net entering global routing: 75
number of routed nets with antenna violations: 0
RSZ-0062 raised after global routing: false
most used flip-flop cell: sky130_fd_sc_hd__dfxtp_1
number of fill cells: 1383
most used logic cell in the final layout: sky130_fd_sc_hd__clkdlybuf4s50_1
ys async rst share: 0
total of warnings raised by yosys: 1
initial antenna violation count: 2
result of the run: completed
Slowest Stage Delay on Critical Path: 0.64 ns
largest voltage drop on the vdd net: 0.000204 V
area grow syn2layout: 28.8%
via count of the first global-routing pass: 4397
Fin Setup TNS: 0 ns
design area: 8740 sq um
share of cells above drive strength 1: 0.0826
tightest hold margin: 0.428 ns
placed wire-length estimate: 9530 um
Port-buffer cells: 117
last weighted congestion value of the routability-driven placer: 0.861
Worst EP arrival: 3.46 ns
crit path time final: 3.16 ns
placeable core area: 16600 sq um
number of logged tool warnings: 30
chip area from the yosys synthesis statistics: 6790 sq um
cell with the biggest individual delay on the critical path: sky130_fd_sc_hd__clkdlybuf4s50_1
cell mode on critical path: sky130_fd_sc_hd__buf_4
Worst setup SP type: input pin
## per-stage QoR
| stage | utilization | std cells | setup WS [ns] |
|---|---|---|---|
| floorplan | - | 632 | 0.957 |
| global placement | 0.490 | 939 | 2.27 |
| detailed placement | 0.490 | 939 | 2.22 |
| CTS | 0.527 | 971 | 2.67 |
| global route | 0.527 | 971 | 2.43 |
| finish | 0.527 | 971 | 2.64 |
## cell usage after synthesis (all sizes together), types with 17 or more instances
cell      n  area, sq um
a21oi    32          160
buf      17         91.3
clkbuf   17         65.1
dfxtp   104         2080
edfxtp   62         1860
mux2i    37          370
nand2    32          120
nand3    30          150
nand4    21          146
nor2     81          304
o21ai    19         95.1
or3      20          133
## kinds of logic after synthesis
kind of cell    synth area share
flops                      0.581
buf+inv                   0.0319
compound gates            0.0853
xor+xnor                  0.0258
simple gates               0.195
mux                       0.0678
other cells             0.000552
fa+ha+maj                 0.0129
## registers in the layout (all words and copies together), names as in the netlist
signal	count
wait_for_data	2
w_data	32
write_ptr	30
clear	1
data_temp	32
cpu_halt	1
we	1
state	12
timeout_counter	24
w_addr	30
done	1
## where the power goes
part	internal [W]	leakage (nW)	total (W)	switching [W]
Sequential	0.00121	1.41	0.00122	0.00000732
Clock	0.000693	0.293	0.00115	0.000456
Combinational	0.0000345	1.40	0.0000766	0.0000421
Total	0.00194	3.11	0.00244	0.000506
## worst max-delay path, delay by kind of cell
kind / cells / cell delay [ns]
AND-OR/OR-AND: 2 / 0.68
buffers and inverters: 3 / 1.24
AND/OR/NAND/NOR: 3 / 0.37
## routing by layer
metal,track usage,vias to the layer above,wire length (um)
met3,0.0412,18,845
met5,0,-,24
met2,0.242,129,6300
met1,0.291,2331,6830
li1,-,2527,-
met4,0.0217,4,220
## final timing paths
kind,from,endpoint,slack (ns),cells after the start
min,data_temp[15]$_SDFFE_PP0P_,w_data[15]$_DFFE_PP_,0.43,0
max,data_ready_uart,write_ptr[9]$_SDFFE_PP0P_,2.64,8
max reg2reg,state[10]$_DFF_P_,write_ptr[3]$_SDFFE_PP0P_,3.04,6
min reg2reg,data_temp[15]$_SDFFE_PP0P_,w_data[15]$_DFFE_PP_,0.43,0
## final cells by class
class                           instances  area [sq um]  share of cell area
Clock buffer                           18           439              0.0502
Clock inverter                         14           175              0.0200
Inverter                               16          60.1             0.00687
Multi-Input combinational cell        416          2660               0.304
Sequential cell                       166          3940               0.451
Tap cell                              220           275              0.0315
Timing Repair Buffer                  121          1200               0.137
Power and IR drop assume default switching activity.
